===== design/flow/run.sh =====
#!/bin/bash
# OpenROAD 26Q1-2900-gdf79404cd8, Yosys 0.63+post, stock flow scripts
make -C /OpenROAD-flow-scripts/flow DESIGN_CONFIG=/design/flow/config.mk WORK_HOME=/design/flow/orfs finish

===== design/flow/config.mk =====
export PLATFORM = sky130hd
export DESIGN_NAME = seven_decimal
export DESIGN_NICKNAME = seven_decimal
export VERILOG_FILES = /design/flow/design.v
export SDC_FILE = /design/flow/constraint.sdc
export NUM_CORES = 4
export LEC_CHECK = 1
export CORE_AREA = 10 10 70 70
export DIE_AREA = 0 0 80 80

===== design/flow/constraint.sdc =====
current_design seven_decimal

set clk_period 1.0
set clk_io_pct 0.2

create_clock -name clk0 -period $clk_period

set non_clock_inputs [all_inputs -no_clocks]
set_input_delay [expr $clk_period * $clk_io_pct] -clock clk0 $non_clock_inputs
set_output_delay [expr $clk_period * $clk_io_pct] -clock clk0 [all_outputs]

===== design/flow/design.v =====
`timescale 1ps/1ps
module seven_decimal #()(
    input logic [3:0] decimal,
    input logic point,
    output logic [7:0] ca);
    always_comb begin
        case (decimal)
            4'd0: ca[6:0] = 7'b011_1111;
            4'd1: ca[6:0] = 7'b000_0110;
            4'd2: ca[6:0] = 7'b101_1011;
            4'd3: ca[6:0] = 7'b100_1111;
            4'd4: ca[6:0] = 7'b110_0110;
            4'd5: ca[6:0] = 7'b110_1101;
            4'd6: ca[6:0] = 7'b111_1101;
            4'd7: ca[6:0] = 7'b000_0111;
            4'd8: ca[6:0] = 7'b111_1111;
            4'd9: ca[6:0] = 7'b110_1111;
            default: ca[6:0] = '0;
        endcase
        ca[7] = point;
    end
endmodule

==> datasheet_impl.txt <==
Summary of implementation characteristics

Parameter                              Value

Outcome
  Run status    finished with violations
  Violated checks    setup timing

Global route
  Number of global-route vias before repair    290
  Global-route wire length before repair    1.51 mm
  Global-route congestion overflow total    0
  Overall global routing resource usage    2.77%
  Initial antenna violation count    0
  Pin count of the biggest net entering global routing    6

Floorplan
  Core Footprint    3420 µm²
  Die Y    80 µm
  Io pins    13
  Starting density of the core    6.12%
  Chip Width    80 µm
  Number of core rows    21
  Die ar.    6400 µm²

Synthesis
  Synthesis area per yosys    209 µm²
  Instance tally after logic synthesis    27
  Number of synthesis warnings    1
  Aoi/oai-family share of the synthesized area    37.1%
  Post-synth design cell area    209 µm²
  Post-Synth Adder-Cell Area    35.9%
  Mux share of post-synthesis cell area    0%
  XOR/XNOR Fraction of Synth Area    4.19%
  Per-instance average area after synthesis    7.74 µm²
  Yosys stat cell total    27
  Top comb family, area    AND-OR/OR-AND gates
  Distinct cell type count after synthesis    15
  Area share of and/or/nand/nor cells after synthesis    10.2%
  Sequential cell area fraction in the yosys report    0%

Cells and area
  Number of sequential cells in the layout    0
  Register cell area after layout    0 µm²
  Synthesis-to-finish area growth    153%
  Final cell area excluding filler cells    528 µm²
  Layout Utilization    15.5%
  Layout cell share with drive strength beyond 1    85.1%
  Number of clock-tree buffers in the layout    0
  FILL cells    389

Critical path
  Kind of capture point of the worst setup path    output pin
  Crit Path Class    input pin to output pin
  Critical Path Sink    ca[4]
  Worst Path Required    800 ps
  Beginning of the critical path    decimal[1]
  Data arrival time at the worst-slack endpoint    980 ps
  Kind of launch point of the worst setup path    input pin
  Maximum net fanout on the critical path    4

Placement
  Final HPWL from detailed placement    618 µm
  Routability congestion estimate from global placement    0.767
  Placed Instance Area    414 µm²
  Count of buffers from port buffering    11

Run
  Max-cap violations    0
  Log Warnings    39

Routing
  Overall routed net length    835 µm
  Vias post-DR    270
  Number of nets with antenna violations after routing    0
  Residual DRC count    0
  Average detailed-routed wire length per instance    8.98 µm
  Number of inserted diodes    0
  Detailed-route vias per instance    2.90
  Number of detailed-routing iterations run before antenna repair    4
  Detailed router's first-iteration violation count    29

Power
  Total design power    0.000195 W
  Leakage power of the design    0.227 nW
  Maximum vdd ir drop    0.0000561 V
  Power per cell area    369 nW/µm²

STA
  Final hold violation count    0
  Peak clock frequency supported by timing    844 MHz
  Max-Slew Margin vs Limit    85.4%
  Minimum clock period after layout    1180 ps
  Min setup slack post-route    -185 ps
  Slew at the pin with the worst max-slew slack    217 ps
  Final count of pins violating max slew    0
  Final setup viols    7
  RSZ-0062 raised after global routing    true
  Fin crit share    118%

Hold path
  Hold Crit Class    input pin to output pin
-- cell families (layout without fill, tap and decap cells) --
kind of cell               Yosys count  count (layout)
and+or+nand+nor                      3               3
buffers and inverters                6              26
adders and majority gates            6               6
xor gates and xnor gates             1               1
AOI/OAI and AO/OA                   11              11
-- report_power, final --
| part | leakage [nW] | switching (W) | internal (W) |
|---|---|---|---|
| registers | 0 | 0 | 0 |
| logic | 0.227 | 0.0000827 | 0.000112 |
| clock network | 0 | 0 | 0 |
| total | 0.227 | 0.0000827 | 0.000112 |
-- timing repair --
action,in CTS,in global routing
gates cloned,0,0
hold buffers,0,0
resized,66,5
setup endpoints to repair,7,7
buffers inserted,4,0
pin swaps,10,3
-- cell usage in the layout, fill, tap and decap left out, types with 2 or more instances in the layout --
cell and count:
buf_2 7, buf_6 6, ha_4 4, o22ai_2 2
o21ai_2 2, inv_2 3, a21oi_2 2, buf_4 4
o21ai_1 2, clkdlybuf4s15_2 2, buf_8 2
-- Yosys cell counts --
master   n  area share (%)
nand2_1  1             1.8
ha_1     6              36
inv_1    5             9.0
a22o_1   1             4.2
a21o_1   1             3.6
o22ai_1  1             3.0
nor2b_4  1             6.6
o22ai_2  1             6.0
o21ai_2  1             4.2
o21ai_0  4             9.6
xnor2_1  1             4.2
a21oi_1  1             2.4
a21oi_2  1             4.2
nor2_1   1             1.8
buf_4    1             3.6
-- critical path, stage by stage --
cell    delay (ps)
buf_8          100
buf_6          120
buf_6          120
ha_4           140
a22o_1         190
buf_2          120
-- cell type report --
class                           instances  area (µm²)  share of cell area, %
Inverter                                5        23.8                   4.50
Multi-Input combinational cell         21         262                   49.5
Timing Repair Buffer                   21         185                   35.1
Tap cell                               46        57.6                   10.9
-- how the worst min path moves through the flow --
stage | startpoint | endpoint | slack (ps) | cells after the start
5_1_grt | point | ca[7] | 400 | 0
6_report | point | ca[7] | 400 | 0
4_1_cts | point | ca[7] | 400 | 0
-- stage by stage --
stage | instances | TNS [ps] | worst slack, ps | hold WS [ps]
2_1_floorplan | 27 | 0 | 130 | 425
3_3_place_gp | 89 | -6420 | -1050 | 400
3_5_place_dp | 89 | -6630 | -1060 | 400
4_1_cts | 93 | -968 | -191 | 400
5_1_grt | 93 | -1250 | -226 | 400
6_report | 93 | -889 | -185 | 400
-- layer usage --
layer	wire (µm)	global-route usage (%)	vias to the layer above
li1	-	-	131
met1	371	4.02	128
met2	325	3.61	11
met3	138	1.48	0
met4	0	0.176	0
met5	0	0	-
Power figures rest on the tool's default switching activity, not on a simulated workload.
