===== ./run.sh =====
#!/bin/bash
# OpenROAD 26Q1-2900-gdf79404cd8, Yosys 0.63+post, stock flow scripts
make -C /OpenROAD-flow-scripts/flow DESIGN_CONFIG=/design/flow/config.mk WORK_HOME=/design/flow/orfs finish

===== ./config.mk =====
export PLATFORM = sky130hd
export DESIGN_NAME = seven_pattern
export DESIGN_NICKNAME = seven_pattern
export VERILOG_FILES = /design/flow/design.v
export SDC_FILE = /design/flow/constraint.sdc
export NUM_CORES = 4
export LEC_CHECK = 1
export CORE_AREA = 10 10 70 70
export DIE_AREA = 0 0 80 80

===== ./constraint.sdc =====
current_design seven_pattern

set clk_period 1.5
set clk_io_pct 0.2

create_clock -name clk0 -period $clk_period

set non_clock_inputs [all_inputs -no_clocks]
set_input_delay [expr $clk_period * $clk_io_pct] -clock clk0 $non_clock_inputs
set_output_delay [expr $clk_period * $clk_io_pct] -clock clk0 [all_outputs]

===== ./design.v =====
`timescale 1ps/1ps
module seven_pattern #()(
    input logic [3:0] pattern,
    output logic [7:0] ca);
    always_comb begin
        case (pattern)
            4'd0: ca = 8'b0010_0001;
            4'd1: ca = 8'b0000_0001;
            4'd2: ca = 8'b0000_0011;
            4'd3: ca = 8'b0011_0000;
            4'd4: ca = 8'b0100_0000;
            4'd5: ca = 8'b0000_0110;
            4'd6: ca = 8'b0001_1000;
            4'd7: ca = 8'b0000_1000;
            4'd8: ca = 8'b0000_1100;
            default: ca = '0;
        endcase
    end
endmodule

==> Slide: Implementation Results <==
Implementation Results

Placement
  – Port-buffer cells: 11
  – Worst setup timing slack at the placement stage: -0.675 ns
  – Placed cell count: 80
  – Area of placed instances: 347 µm²
  – Final HPWL DP: 516 µm
  – Weighted congestion at the end of routability-driven global placement: 0.741

Logic synthesis
  – Synth Instances: 22
  – Ao+oa area frac: 7.86%
  – Adder-cell area share of the yosys netlist: 35.7%
  – Number of distinct library cells after synthesis: 14
  – Cell area leaders: sky130_fd_sc_hd__ha_1 36%, sky130_fd_sc_hd__nand3b_1 8.6%, sky130_fd_sc_hd__nand2b_4 7.9%
  – Syn Area/Cell: 7.96 µm²
  – Yosys-reported design area after synthesis: 175 µm²
  – Area share of and/or/nand/nor cells after synthesis: 33.6%
  – Total standard cell area after synthesis: 175 µm²
  – Share of the synthesized area in the top cell type: 35.7%
  – Xor-xnor portion of the synthesized cell area: 0%
  – Yosys top cell by area: sky130_fd_sc_hd__ha_1
  – # Cells Yosys: 22
  – Mux cell area share after synthesis: 5.71%
  – Yosys warning total: 1
  – Largest combinational cell category by area: adder cells
  – Sequential-to-total area share from yosys stat: 0%

Critical path
  – Critical path class: primary input to output pin
  – Crit path capture type: output pin
  – Data required time at the worst endpoint: 1.20 ns
  – CP Launch Point: pattern[2]
  – Highest net fanout along the worst path: 8
  – Startpoint types: primary input
  – Data arrival time of the critical path: 1.09 ns

Detailed routing
  – Metal2 WL: 148 µm
  – Overall routed net length: 637 µm
  – Starting DRT DRC Count: 21
  – Remaining routing DRC violations: 0
  – DR vias: 191
  – Detail-routed net length per standard cell: 7.67 µm
  – Routed wl met3: 137 µm
  – Ant. Diodes: 0
  – Final antenna-violating net count: 0
  – Drt pass-1 iters: 4
  – Routed length on met1: 351 µm
  – Top layer used by detailed routing: met3
  – DR vias/cell: 2.30

Global routing
  – Initial antenna violation count: 0
  – GR Overflow Total: 0
  – Maximum number of pins on one net before global-route repair: 9
  – Gr usage total: 2.08%
  – First-pass GRT wire length: 1.08 mm
  – Vias in the first global route: 197

Floorplan
  – # rows: 21
  – Die Height: 80 µm
  – Total Die Area: 0.00640 mm²
  – IO Count: 12
  – FP Core Util: 5.13%
  – Horizontal die dimension: 80 µm
  – Core area: 0.00342 mm²

Final layout
  – Number of standard cells in the final layout excluding fillers: 83
  – FFs & Latches: 0
  – Area growth from synthesis to layout: 116%
  – Share of layout cells above drive strength 1: 64.9%
  – Final-layout clock buffer total: 0
  – FF+latch area: 0 µm²
  – Post-layout instance area: 378 µm²

Min path
  – Hold Startpoint: pattern[3]
  – Classification of the worst-slack hold path: primary input to output pin

STA
  – Minimum clock period: 1.39 ns
  – Final setup violation count: 0
  – Total count of hold-check failures in the final report: 0
  – RSZ-0062 raised after global routing: false
  – Final Max-Slew Violation Tally: 0
  – PnR worst setup slack: 0.114 ns
  – Achievable clock frequency: 722 MHz
  – Period utilisation layout: 92.4%

Power
  – Static Leak: 0.176 nW
  – Peak supply drop: 35.9 µV
  – Power density relative to cell area: 179 mW/mm²

Outcome
  – Run status: complete, no violations

Run
  – Log Warnings: 36
  – Max-capacitance violation count: 0
==> worst max-delay path, stage by stage <==
cell	delay, ns
sky130_fd_sc_hd__clkdlybuf4s15_2	0.26
sky130_fd_sc_hd__nand3b_1	0.21
sky130_fd_sc_hd__buf_4	0.15
sky130_fd_sc_hd__o21ai_1	0.06
sky130_fd_sc_hd__clkbuf_2	0.11
==> logic make-up after synthesis <==
group,count (synthesis)
AND/OR/NAND/NOR,9
adder cells (fa/ha/maj),5
buffers and inverters,4
AND-OR/OR-AND,2
multiplexers,1
other,1
==> cell type report <==
cell class                      instances  area (µm²)
Tap cell                               46        57.6
Inverter                                2        7.51
Timing Repair Buffer                   17         124
Multi-Input combinational cell         18         189
Fill cell                             394        3040
==> worst paths after layout <==
path,cells after the start,slack [ns],to
max,5,0.11,ca[2]
min,3,1.02,ca[1]
==> synth_stat cells <==
| cell type | n |
|---|---|
| sky130_fd_sc_hd__and3b_1 | 1 |
| sky130_fd_sc_hd__a21oi_2 | 1 |
| sky130_fd_sc_hd__nor2_1 | 1 |
| sky130_fd_sc_hd__mux2i_1 | 1 |
| sky130_fd_sc_hd__nand2_1 | 2 |
| sky130_fd_sc_hd__ha_1 | 5 |
| sky130_fd_sc_hd__nand2b_4 | 1 |
| sky130_fd_sc_hd__nand3b_1 | 2 |
| sky130_fd_sc_hd__nor3_1 | 2 |
| sky130_fd_sc_hd__conb_1 | 1 |
| sky130_fd_sc_hd__o21ai_1 | 1 |
| sky130_fd_sc_hd__buf_6 | 1 |
| sky130_fd_sc_hd__inv_1 | 2 |
| sky130_fd_sc_hd__buf_4 | 1 |
==> what timing repair did <==
action                                  CTS  global route
hold endpoints to repair                  0             0
pin swaps                                 5             2
resized                                  34             6
setup buffers                             3             0
endpoints found under the setup margin    7             4
hold buffers                              0             0
==> per-stage QoR <==
| step | power (mW) | utilization (%) | TNS, ns | hold WS, ns |
|---|---|---|---|---|
| 2_1_floorplan | 0.0238 | - | 0 | 0.610 |
| 3_3_place_gp | 0.0618 | 10.1 | -3.79 | 1.66 |
| 3_5_place_dp | 0.0633 | 10.1 | -4.09 | 1.69 |
| 4_1_cts | 0.0701 | 11.6 | 0 | 1.07 |
| 5_1_grt | 0.0766 | 11.1 | 0 | 1.07 |
| 6_report | 0.0674 | 11.1 | 0 | 1.02 |
==> where the power goes <==
group          total [mW]  internal [mW]  switching, mW
clock                   0              0              0
sequential              0              0              0
combinational      0.0674         0.0377         0.0297
==> metal layers <==
layer	vias up	track usage, %
met4	0	0
met3	0	1.93
li1	99	-
met5	-	0
met2	14	2.01
met1	78	3.16
==> placed cells by master, fill, tap and decap left out, drive strengths merged, types with 2 or more instances in the layout <==
cell	instances
nand2	2
nand3b	2
dlygate4sd2	3
inv	2
ha	5
buf	9
clkbuf	3
clkdlybuf4s15	2
nor3	2
Power and IR drop assume default switching activity.
