<file path="design/flow/design.v">
`timescale 1ps/1ps
module debouncer #(
    parameter HOLD="TRUE",
    parameter PERIOD=1000000)(
    input logic clk,
    input logic resetn,
    input logic signal_in,
    output logic signal_out,
    output logic debouncing);
    typedef enum logic [0:0] {
        READY,
        DEBOUNCING
    } state_e;
    logic signal_out_next;
    state_e state;
    state_e state_next;
    logic on;
    logic on_next;
    logic [$clog2(PERIOD)-1:0] count;
    logic [$clog2(PERIOD)-1:0] count_next;
    always_comb begin
        signal_out_next = (
            HOLD == "TRUE" ?
                on :
                '0);
        debouncing = state == DEBOUNCING;
        state_next = state;
        on_next = on;
        count_next = count;
        case (state)
            READY: begin
                if ((!on && signal_in) || (on && !signal_in)) begin
                    signal_out_next = signal_in;
                    state_next = DEBOUNCING;
                    on_next = signal_in;
                end
            end
            DEBOUNCING: begin
                if (count == PERIOD - 1) begin
                    state_next = READY;
                    count_next = '0;
                end
                else begin
                    count_next = count + 1;
                end
            end
            default: ;
        endcase
    end
    always_ff @(posedge clk or negedge resetn) begin
        if (!resetn) begin
            signal_out <= '0;
            state <= READY;
            on <= '0;
            count <= '0;
        end
        else begin
            signal_out <= signal_out_next;
            state <= state_next;
            on <= on_next;
            count <= count_next;
        end
    end
endmodule
`timescale 1ps/1ps
module pattern_selector #()(
    input logic clk,
    input logic resetn,
    input logic btn_up,
    input logic btn_down,
    input logic btn_left,
    input logic btn_right,
    output logic [3:0] pattern);
    logic [3:0] pattern_next;
    logic up;
    logic down;
    logic left;
    logic right;
    debouncer #(
        .HOLD("FALSE"))
        the_up_debouncer(
            .clk(clk),
            .resetn(resetn),
            .signal_in(btn_up),
            .signal_out(up),
            .debouncing());
    debouncer #(
        .HOLD("FALSE"))
        the_down_debouncer(
            .clk(clk),
            .resetn(resetn),
            .signal_in(btn_down),
            .signal_out(down),
            .debouncing());
    debouncer #(
        .HOLD("FALSE"))
        the_left_debouncer(
            .clk(clk),
            .resetn(resetn),
            .signal_in(btn_left),
            .signal_out(left),
            .debouncing());
    debouncer #(
        .HOLD("FALSE"))
        the_right_debouncer(
            .clk(clk),
            .resetn(resetn),
            .signal_in(btn_right),
            .signal_out(right),
            .debouncing());
    always_comb begin
        pattern_next = pattern;
        if (up) begin
            if (pattern > 2) begin
                pattern_next = pattern - 3;
            end
        end
        else if (down) begin
            if (pattern < 6) begin
                pattern_next = pattern + 3;
            end
        end
        else if (left) begin
            case (pattern)
                4'd1,
                4'd2,
                4'd4,
                4'd5,
                4'd7,
                4'd8: pattern_next = pattern - 1;
                default: ;
            endcase
        end
        else if (right) begin
            case (pattern)
                4'd0,
                4'd1,
                4'd3,
                4'd4,
                4'd6,
                4'd7: pattern_next = pattern + 1;
                default: ;
            endcase
        end
    end
    always_ff @(posedge clk or negedge resetn) begin
        if (!resetn) begin
            pattern <= 4'd4;
        end
        else begin
            pattern <= pattern_next;
        end
    end
endmodule
</file>
<file path="design/flow/run.sh">
#!/bin/bash
# OpenROAD 26Q1-2900-gdf79404cd8, Yosys 0.63+post, stock flow scripts
make -C /OpenROAD-flow-scripts/flow DESIGN_CONFIG=/design/flow/config.mk WORK_HOME=/design/flow/orfs finish
</file>
<file path="design/flow/config.mk">
export PLATFORM = sky130hd
export DESIGN_NAME = pattern_selector
export DESIGN_NICKNAME = pattern_selector
export VERILOG_FILES = /design/flow/design.v
export SDC_FILE = /design/flow/constraint.sdc
export NUM_CORES = 4
export LEC_CHECK = 1
export CORE_UTILIZATION = 50
</file>
<file path="design/flow/constraint.sdc">
current_design pattern_selector

set clk_period 3.0
set clk_io_pct 0.2

create_clock -name clk0 -period $clk_period [get_ports {clk}]

set non_clock_inputs [all_inputs -no_clocks]
set_input_delay [expr $clk_period * $clk_io_pct] -clock clk0 $non_clock_inputs
set_output_delay [expr $clk_period * $clk_io_pct] -clock clk0 [all_outputs]
</file>
==> notes.md <==
The implementation run finished. Total negative setup slack landed at 0 ns. Cell total in the yosys stat output landed at between 500 and 600. Number of buffer and inverter stages on the critical path landed at 0.

The floorplan step defined a core boundary enclosing between 0.009 and 0.01 mm2. Total cell area reported by yosys after synthesis landed at between 0.005 and 0.006 mm2. At the pin with the least slew margin, the transition time is between 0.8 and 0.9 ns.

Per the final timing report, the hold violations number 0. At the later pin of the worst-skew pair, clock insertion delay measures between 0.3 and 0.4 ns. The top cell type in the final layout, fill and taps aside, is dfrtp_1. I/O pin count landed at 10. Worst-case clock buffer depth landed at 2. The worst setup path is of the reg -> reg kind. The stage logs contain a warning count of 28. Per the log, the first TritonRoute iteration ended with a DRC count of 163.

Worst-path maximum fanout landed at 11. The count of nets left with antenna violations once routing finished came out at 0. In this run the register-to-register setup slack is roughly 0.38 ns. Share of final-layout standard cells stronger than drive strength 1 landed at 0.0587. Async set or reset register ratio after synthesis landed at 1.00.

Sequential element share of the synthesized area landed at 0.471. The registers of the reported paths see a clock transition of approximately 0.090 ns. In this run the vertical extent of the chip is roughly 100 um. Note, the detailed placer reported a final HPWL of roughly 6.5 mm.

The flow measured a signed area growth from synthesis to layout of 8.14%. The highest clock rate this design can be run at is between 0.3 and 0.4 GHz. Footprint of the flip-flops and latches landed at about 0.0024 mm2. The number of antenna violations at the first check in global routing is 0. Number of global-route vias before repair landed at 3,463. The first global-routing pass estimated 16.1 mm of wire. Counting pins that exceed their max-slew limit in the final report gives 0. Final setup violation count landed at 0. The cell sequence reported for the critical path is or4_1 > or4_4 > o31ai_4 > and3b_1 > o22a_1. The timing report gives the biggest stage delay along the critical path as 0.60 ns. Combined area of the multi-input logic cells landed at 0.00253 mm2.

Horizontal extent of the die landed at roughly 100 um. Post-CTS setup buffer count landed at 0. Across every metal layer, demand over resource in global routing totals 0.197.

Count of flip-flops with a built-in enable after synthesis landed at 0. Synthesized instance count landed at ~540. Time the final worst path needs with I/O delays and setup landed at between 2 and 3 ns. CTS built an H-tree with a depth of 3. Normalized max-slew margin landed at 0.422. Pre-CTS setup slack landed at 0.406 ns. The slowest stage of the critical path is the or4_4 cell. Utilization of the core after routing landed at 0.562.

Critical path required time landed at 3.25 ns. Clock skew on the completed layout was measured at about 0.012 ns. The report puts the cell count of the worst reg-to-reg path at 5. The final route contains about 3,900 vias. TritonCTS built the clock tree. OpenSTA lists the critical path startpoint as the_right_debouncer.count[10]. According to the floorplan report, the total die area is 0.0106 mm2. First-pass detailed-route iteration total landed at 5. The CTS report gives the tree buffer count as 9. Flop and latch count out of synthesis landed at about 96. Number of max-cap violations landed at 0.

Averaged over all synthesized cells, the footprint is between 9 and 10 um2. Overall routed net length landed at between 9 and 10 mm. Once routing completed, OpenROAD measured the worst setup slack at around 0.38 ns. Final routed DRC violation total landed at 0. Number of distinct standard cells referenced by the synthesized netlist landed at approximately 56. The leakage power in the latest report is between 2 and 2.5 nW. Power spread over the standard cell area amounts to approximately 380 mW/mm2.

The path class of the tightest hold or removal check is in -> async. Number of filler instances in the final layout landed at around 860. Setup repair after global routing left no endpoint under its margin. Antenna repair during routing inserted a diode count of 0. In this run the tool buffered the top-level ports with 9 buffer cells.

The global route stage reports its total congestion overflow as 0. For this run, the detailed router reports a per-instance via density of ~5.6. STA classifies the critical path endpoint as a flip-flop. The floorplan step records an initial core utilization of 0.520. The flow ran to the end, and the final reports show no timing, DRC or antenna violations. Cell resize tally after clock tree synthesis landed at 0.

Peak supply drop landed at 0.000192 V. The tree is rooted in a clkbuf_8. Among cell families on the critical path, the largest total delay comes from simple AND/OR/NAND/NOR gates. Total power landed at about 2.1 mW. Per the timing report, the most critical flop-to-flop path originates at the_right_debouncer.count[10]. For this design, the CTS-stage hold fixing added 0 buffers. Dividing the detail-routed wire length by the instance count gives around 14 um.

The worst setup path is launched from a flip-flop. Total number of clock tree sinks landed at approximately 96. Row generation in the floorplan step produced 36 rows.

Per the cell usage report, the commonest logic cells after layout are dfrtp_1, nand2_1, nor2_1. Yosys printed 2 warnings. The capture point of the worst register-to-register path is recorded as the_right_debouncer.count[14]. Among all flip-flop cells after synthesis, the most frequent one is dfrtp_1. Data arrival at the endpoint of the critical path landed at between 2 and 3 ns. Entering global routing, the biggest net connects slightly above 60 pins. Share of the cycle needed by the critical path after routing landed at 0.873.

Routability-driven placement finished with a final weighted congestion of between 0.8 and 0.9. Post-synthesis cell area landed at between 0.005 and 0.006 mm2.
[registers in the layout, summed over array words and instances (netlist names)]
register                        cells
the_down_debouncer.count           20
the_right_debouncer.on              1
the_left_debouncer.count           20
the_up_debouncer.state              1
the_right_debouncer.signal_out      1
the_up_debouncer.signal_out         1
the_left_debouncer.signal_out       1
the_down_debouncer.on               1
the_left_debouncer.on               1
the_up_debouncer.on                 1
the_left_debouncer.state            1
pattern                             4
the_down_debouncer.signal_out       1
the_right_debouncer.count          20
the_down_debouncer.state            1
the_right_debouncer.state           1
the_up_debouncer.count             20
[cell families after synthesis]
| family | after synthesis | synth area share |
|---|---|---|
| AND/OR/NAND/NOR | 243 | 0.247 |
| AND-OR/OR-AND | 99 | 0.129 |
| multiplexers | 13 | 0.0260 |
| flip-flops | 96 | 0.471 |
| buffers and inverters | 43 | 0.0345 |
| XOR/XNOR | 37 | 0.0635 |
| adder cells (fa/ha/maj) | 12 | 0.0294 |
[routing by layer]
layer,vias up,global-route usage,share of wire
li1,1984,-,-
met1,1839,0.328,0.51
met2,56,0.300,0.45
met3,7,0.0262,0.030
met4,0,0.0163,0.0086
met5,-,0,0
[cell usage after synthesis, drive strengths merged (2+ instances only)]
| master | instances | area [um2] |
|---|---|---|
| nor4b | 6 | 52.6 |
| mux2 | 2 | 22.5 |
| o22a | 5 | 43.8 |
| inv | 31 | 116 |
| nand3b | 5 | 37.5 |
| clkbuf | 9 | 33.8 |
| o22ai | 9 | 56.3 |
| a21oi | 16 | 80.1 |
| o21a | 3 | 22.5 |
| or2 | 4 | 25.0 |
| o211ai | 3 | 22.5 |
| nor3b | 3 | 22.5 |
| nor4 | 6 | 37.5 |
| nor4bb | 2 | 20.0 |
| o2bb2ai | 5 | 43.8 |
| ha | 12 | 150 |
| buf | 3 | 26.3 |
| dfrtp | 95 | 2380 |
| nor3 | 14 | 70.1 |
| mux2i | 11 | 110 |
| nor2 | 46 | 173 |
| nand3 | 32 | 160 |
| xor2 | 11 | 96.3 |
| and2 | 2 | 12.5 |
| nor2b | 7 | 43.8 |
| a311oi | 2 | 17.5 |
| o21ai | 29 | 149 |
| and4 | 5 | 43.8 |
| a31oi | 7 | 43.8 |
| nand2 | 60 | 225 |
| nand4 | 24 | 150 |
| a22o | 3 | 26.3 |
| xnor2 | 26 | 228 |
| o31ai | 6 | 58.8 |
| or4 | 3 | 26.3 |
| nand2b | 6 | 37.5 |
| and3 | 15 | 96.3 |
| a21o | 2 | 15.0 |
[metrics by stage]
| stage | area, um2 | hold slack [ns] | instances |
|---|---|---|---|
| after global placement | 5360 | 0.467 | 679 |
| after detailed placement | 5360 | 0.459 | 679 |
| final | 5520 | 0.188 | 695 |
| after CTS | 5520 | 0.201 | 695 |
| after global routing | 5520 | 0.214 | 695 |
| after floorplan | 5110 | 0.304 | 543 |
[worst reg2reg max path, delay by kind of cell (launching register included)]
family / cells / cell delay [ns]
flops: 1 / 0.43
compound gates: 2 / 0.69
simple gates: 3 / 1.40
[worst max path at each step]
| stage | endpoint | cells after the start | slack (ns) |
|---|---|---|---|
| 6_report | the_right_debouncer.count[14] | 5 | 0.38 |
| 5_1_grt | the_right_debouncer.count[14] | 5 | 0.32 |
| 4_1_cts | the_right_debouncer.count[14] | 5 | 0.38 |
[power by group]
| part | internal, mW | leakage, nW | switching, mW | total (mW) |
|---|---|---|---|---|
| clock | 0.305 | 0.0770 | 0.442 | 0.746 |
| sequential | 1.30 | 1.27 | 0.000855 | 1.30 |
| combinational | 0.0132 | 0.961 | 0.0322 | 0.0455 |
| total | 1.61 | 2.30 | 0.475 | 2.09 |
[area by class of cell]
type | instances | area share
clock inverters | 4 | 0.00521
repair buffers | 15 | 0.0263
flip-flops and latches | 96 | 0.435
multi-input cells | 404 | 0.458
clock buffers | 12 | 0.0245
well taps | 133 | 0.0301
inverters | 31 | 0.0211
Power is estimated from default activity; no workload was simulated.
